--- /design/flow/constraint.sdc ---
current_design PPI

set clk_period 2.7
set clk_io_pct 0.2

create_clock -name clk0 -period $clk_period [get_ports {rdb}]
create_clock -name clk1 -period $clk_period [get_ports {wrb}]

set non_clock_inputs [all_inputs -no_clocks]
set_input_delay [expr $clk_period * $clk_io_pct] -clock clk0 $non_clock_inputs
set_output_delay [expr $clk_period * $clk_io_pct] -clock clk0 [all_outputs]
--- /design/flow/design.v ---
`timescale 1 ns / 1 ps
module PPI(PA,PB,PC,rdb,a0,a1,wrb,data,int_reset);
		input rdb,wrb,a0,a1,int_reset; 
		inout [7:0] PA,PB,PC,data;
		reg [7:0] CWR;
		assign reset = int_reset | ~CWR[7] ;
		wire [1:0] address;
		assign address = {a1,a0};
		reg portAenable , portBenable;
		reg[7:0] portCenable;
		reg[7:0] out_data;
		assign data=out_data;
		reg[7:0] out_portA , out_portB,out_portC;
		assign PA=out_portA;
		assign PB=out_portB;
		assign PC=out_portC;
		reg[7:0] latch_data;
		reg[7:0] latch_portA , latch_portB,latch_portC;
		wire wrb_portA,wrb_portB;
		wire rdb_portA,rdbportB;
		always@(posedge int_reset or posedge wrb )
		begin
			if(int_reset)
				begin
					CWR<= 8'b10011110;
				end
			else
			begin
				if(address == 2'b11)
				begin
					CWR[7:0] <= data[7:0];
				end
			end
		end
		always @(posedge int_reset or negedge wrb)
		begin
			if(int_reset)
				latch_data[7:0] <= 8'h00;
			else  
				latch_data[7:0] <= data[7:0];
		end
		always @(negedge rdb or posedge int_reset)
		begin
			if(int_reset)
				begin
					latch_portA[7:0] <= 8'h00;
					latch_portB[7:0] <= 8'h00;
					latch_portC[7:0] <= 8'h00;
				end
			else
				begin
					latch_portA[7:0] <= PA[7:0];
					latch_portB[7:0] <= PB[7:0];
					latch_portC[7:0] <= PC[7:0];
				end
		end
		always @(int_reset or rdb or CWR or portAenable or address or latch_portA or
					latch_portB or portBenable or portCenable or latch_portC)
		begin
			if(int_reset)
				out_data[7:0] = 8'hzz;
			else if(~rdb & (address == 2'b11))
				out_data[7:0] = CWR[7:0];
			else if(~rdb & (CWR[6:5] == 2'b00) & ~portAenable
						&(address == 2'b00))
						out_data = latch_portA;  
			else if(~rdb & (CWR[6:5] == 2'b00) & ~portBenable
						&(address == 2'b01))
						out_data = latch_portB;  
			else if(~rdb & (CWR[6:5] == 2'b00) & (portCenable==8'h00)
						&(address == 2'b10))
						out_data = latch_portC;  
			else if(~rdb & (CWR[6:5] == 2'b00) & (portCenable==8'h0f)
						&(address == 2'b10))
						out_data = {latch_portC[7:4] ,4'hz};  
			else if(~rdb & (CWR[6:5] == 2'b00) & (portCenable==8'hf0)
						&(address == 2'b10))
						out_data = { 4'hz,latch_portC[3:0]};  
			else 
				out_data=8'hzz;
		end
		always @(CWR or reset)
		begin
			if(reset)
				begin
				if(CWR[7]==0)
					portCenable=8'hff;
				else
					begin
					portAenable=0;
					portBenable=0;
					portCenable=8'h00;
					end
				end
			else
				begin
						if (CWR[6:5] == 2'b00)
							begin
								if (~CWR[3])
									portCenable [7:4] = 4'hf;  
								else
									portCenable [7:4] = 4'h0;  
								if (~CWR[0])
									portCenable [3:0] = 4'hf;  
								else
									portCenable [3:0] = 4'h0;  
								if (~CWR[1])
									portBenable = 1;  
								else
									portBenable = 0;  
								if (~CWR[4])
									portAenable = 1;  
								else
									portAenable = 0;  
						end	
				end
			end
			always @ (reset or wrb or address or CWR or
							portAenable or portBenable or portCenable  or latch_data)
				begin
					if (reset)
						begin
							if(~CWR[7] & portCenable==8'hff)
							begin
								out_portC [CWR[4:2]] = CWR[0];
							end
						else
						begin
							out_portA [7:0] = 8'bzzzzzzzz;
							out_portB [7:0] = 8'bzzzzzzzz;
							out_portC [7:0] = 8'bzzzzzzzz;
						end
					end
					else if (~wrb & (address == 2'b00) & (CWR[6:5] ==
								2'b00) & portAenable)  
						out_portA [7:0] = latch_data [7:0];  
					else if (~wrb & (address == 2'b01) & (CWR[6:5] ==
								2'b00) & portBenable)  
						out_portB [7:0] = latch_data [7:0];  
					else if (~wrb & (address == 2'b10) & (CWR[6:5] ==
								2'b00))
							begin
								if(portCenable==8'hff)
									out_portC [7:0] = latch_data [7:0]; 
								else if(portCenable == 8'h0f)
									out_portC[7:0]={4'bzzz ,latch_data[3:0]};
								else if(portCenable == 8'hf0)
									out_portC[7:0]={latch_data[7:4] ,4'bzzzz};
								else
									out_portC [7:0] = 8'bzzzzzzzz;		
							end
					else
						begin
							out_portA [7:0] = 8'bzzzzzzzz;
							out_portB [7:0] = 8'bzzzzzzzz;
							out_portC [7:0] = 8'bzzzzzzzz;	
						end
				end
	endmodule
	module ppi_tb();
			wire [7:0] tb_portA, tb_portB, tb_portC;
		reg tb_rdb, tb_wrb, tb_reset;
		wire [7:0] tb_data;
		wire tb_a2, tb_a1, tb_a0;
		reg [7:0] drive_portA, drive_portB, drive_portC,
		drive_data, temp_data;
		parameter cycle = 100;
		assign tb_portA = drive_portA;
		assign tb_portB = drive_portB;
		assign tb_portC = drive_portC;
		assign tb_data = drive_data;
		reg [1:0] address;
		assign tb_a1 = address [1];
		assign tb_a0 = address [0];
		initial
			begin
				$monitor("portA = %b  portb=%b  port=%b  cupper=%b  clower=%b" , A.PA ,A.PB ,A.PC,A.PC[7:4],A.PC[3:0] );
				drive_portA = 8'hzz;
				drive_portB = 8'hzz;
				drive_portC = 8'hzz;
				tb_rdb = 1;
				tb_wrb = 1;
				address = 0;
				drive_data = 8'hzz;
				tb_reset = 0;
				#cycle;
				task_reset;
				temp_data = 8'b00000101;
				CWR_write(temp_data);
				temp_data = 8'b00000100;
				CWR_write(temp_data);
				temp_data = 8'b00011101;
				CWR_write(temp_data);
				temp_data = 8'b10011011;
				CWR_write(temp_data);
				drive_data = 8'hzz;
				address = 0;
				drive_portA = 8'ha5;
				read_port;
				drive_portA = 8'hzz;
				address = 1;
				drive_portB = 8'h35;
				read_port;
				drive_portB = 8'hzz;
				address = 2;
				drive_portC = 8'h98;
				read_port;
				drive_portC = 8'hzz;
				temp_data = 8'b10010011;
				CWR_write(temp_data);
				drive_data = 8'hzz;
				address = 2;
				drive_data = 8'h11;
				write_port;
				drive_data = 8'hzz;
				temp_data = 8'b10011010;
				CWR_write(temp_data);
				drive_data = 8'hzz;
				address = 2;
				drive_data = 8'h11;
				write_port;
				drive_data = 8'hzz;
				temp_data = 8'b10001100;
				CWR_write(temp_data);
				drive_data = 8'hzz;
					address = 0;
					drive_data = 8'hbc;
					write_port;
					drive_data = 8'hzz;
				temp_data = 8'b10011000;
				CWR_write(temp_data);
				drive_data = 8'hzz;
				address = 1;
				drive_data = 8'h67;
				write_port;
				drive_data = 8'hzz;
				temp_data = 8'b10000000;
				CWR_write(temp_data);
				drive_data = 8'hzz;
				address = 2;
				drive_data = 8'h32;
				write_port;
				drive_data = 8'hzz;
		end
task write_port;
	begin
	tb_wrb = 1;
	tb_rdb = 1;
	#cycle;
	tb_wrb = 0;
	#cycle;
	tb_wrb = 1;
	#cycle;
	end
endtask
task read_port;
		begin
		tb_wrb = 1;
		tb_rdb = 1;
		#cycle;
		tb_rdb = 0;
		#cycle;
		tb_rdb = 1;
		#cycle;
		end
endtask
task CWR_write;
		input [7:0] temp_data;
		begin
		tb_reset = 0;
		address = 2'b11;
		tb_rdb = 1;
		tb_wrb = 1;
		#cycle;
		drive_data = temp_data;
		tb_wrb = 0;
		#cycle;
		tb_wrb = 1;
		#cycle;
		end
endtask
task task_reset;
		begin
		tb_reset = 0;
		#cycle;
		tb_reset = 1;
		#cycle;
		tb_reset = 0;
		#cycle;
		end
endtask
PPI A(tb_portA,tb_portB,tb_portC,tb_rdb,tb_a0,tb_a1,tb_wrb,tb_data,tb_reset);
endmodule
--- /design/flow/run.sh ---
#!/bin/bash
# OpenROAD 26Q1-2900-gdf79404cd8, Yosys 0.63+post, stock flow scripts
make -C /OpenROAD-flow-scripts/flow DESIGN_CONFIG=/design/flow/config.mk WORK_HOME=/design/flow/orfs finish
--- /design/flow/config.mk ---
export PLATFORM = sky130hd
export DESIGN_NAME = PPI
export DESIGN_NICKNAME = PPI
export VERILOG_FILES = /design/flow/design.v
export SDC_FILE = /design/flow/constraint.sdc
export NUM_CORES = 4
export LEC_CHECK = 1
export CORE_UTILIZATION = 50
==> impl_metrics.env <==
# physical design summary
export IMPL_rows=23
export IMPL_synth_cell_types=39
export IMPL_count_of_unclocked_register_or_latch_pins=4
export IMPL_postSynthCellCount=183
export IMPL_outcome="aborted with a tool error"
export IMPL_finalWeightedCongestion=0.850
export IMPL_die_size_y_um=68.1
export IMPL_post_dp_hpwl_um=3480
export IMPL_cts_hold_buffers=1
export IMPL_ys_top_cells_by_area="sky130_fd_sc_hd__dfrtn_1 37%, sky130_fd_sc_hd__dlxtn_1 19%, sky130_fd_sc_hd__dfstp_2 6.0%"
export IMPL_enable_flop_cells=0
export IMPL_placed_cells_incl_taps=254
export IMPL_syn_avg_cell_area_um2=11.9
export IMPL_count_leader_synth="sky130_fd_sc_hd__dfrtn_1"
export IMPL_yosys_cells=183
export IMPL_synth_flops=68
export IMPL_toolErrorMsg="[ERROR DPL-0036] Detailed placement failed."
export IMPL_io_pins=37
export IMPL_synth_area_leader_cell="sky130_fd_sc_hd__dfrtn_1"
export IMPL_synthArstFlopShare_pct=58.8
export IMPL_floorplan_core_util_pct=53.4
export IMPL_area_of_the_mapped_netlist_mm2=0.00218
export IMPL_synth_cells_most_frequent="32 x sky130_fd_sc_hd__dfrtn_1, 28 x sky130_fd_sc_hd__dlxtn_1, 19 x sky130_fd_sc_hd__nor2_1"
export IMPL_synthDominantCellAreaShare_pct=36.7
export IMPL_postCtsSetupBuffers=29
export IMPL_chipWidth_um=68.1
export IMPL_synth_area_yosys_mm2=0.00218
export IMPL_unconstrained_endpoints=4
export IMPL_synthesis_yosys_warnings=33
export IMPL_synth_main_ff_cell="sky130_fd_sc_hd__dfrtn_1"
export IMPL_flow_stopped_at="clock tree synthesis (4_1_cts)"
export IMPL_port_buffer_count=3
export IMPL_cts_repair_resize_count=67
-- cell families after synthesis --
| kind of cell | after synthesis | synth area share (%) |
|---|---|---|
| AOI/OAI and AO/OA | 45 | 17.1 |
| muxes | 1 | 0.458 |
| latches | 28 | 19.3 |
| DFF | 40 | 46.1 |
| buffers and inverters | 14 | 3.32 |
| and+or+nand+nor | 55 | 13.7 |
-- metrics by stage --
stage          power (mW)  setup TNS, ns  worst slack [ns]  util (%)  cell area [µm²]
3_3_place_gp         1.87         -16.81            -0.806      62.3             2540
3_5_place_dp         1.88         -17.98            -0.834      62.3             2540
2_1_floorplan        1.71          -4.32            -0.342         -             2320
Power figures rest on the tool's default switching activity, not on a simulated workload.
